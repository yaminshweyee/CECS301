[flow/config.mk]
export PLATFORM = sky130hd
export DESIGN_NAME = top_level_USR
export DESIGN_NICKNAME = top_level_USR
export VERILOG_FILES = /design/flow/design.v
export SDC_FILE = /design/flow/constraint.sdc
export NUM_CORES = 4
export LEC_CHECK = 1
export CORE_UTILIZATION = 50
[flow/constraint.sdc]
current_design top_level_USR

set clk_period 9.9
set clk_io_pct 0.2

create_clock -name clk0 -period $clk_period [get_ports {clk_100MHz}]

set non_clock_inputs [all_inputs -no_clocks]
set_input_delay [expr $clk_period * $clk_io_pct] -clock clk0 $non_clock_inputs
set_output_delay [expr $clk_period * $clk_io_pct] -clock clk0 [all_outputs]
[flow/design.v]
`timescale 1ns / 1ps
module clk_500hz( clk_100MHz, rst, clk_out);
	input clk_100MHz, rst;
	output clk_out;
	reg clk_out;
	integer i;
	 always@(posedge clk_100MHz , posedge rst) begin
			if(rst == 1'b1) begin 
				i = 0;
				clk_out = 0;
			end
			else begin
				i = i +1;
				if (i >= 100000) begin
					clk_out = ~clk_out;
					i = 0;
				end  
			end  
		end  
endmodule
`timescale 1ns / 1ps
module d_flip_flop( clk, D, Q, rst);
	input clk, D, rst;
	output reg Q;
		always@(posedge clk, posedge rst)
			begin
				if(rst)
					Q <= 1'b0;
				else
					Q <= D; 
			end
endmodule
`timescale 1ns / 1ps
 module mux4_to_1( M, D, Q);
	input [3:0] D;
	input [1:0] M;
	output Q;
	wire Q;
	wire [1:0]M;
	wire [3:0]D;
	assign Q = ( M == 0 )? D[0] : ( M == 1 )? D[1] : ( M == 2 )? D[2] : D[3];
endmodule 
`timescale 1ns / 1ps
module one_shot (clk_in, D_in, rst, D_out);
	input D_in, clk_in, rst;
	output D_out;
	wire D_out;
	reg q9, q8, q7, q6, q5, q4, q3, q2, q1, q0;
	assign D_out = !q9 & q8 & q7 & q6 & q5 & q4 & q3 & q2 & q1 & q0;
	always@(posedge clk_in or posedge rst)
		if (rst == 1'b1)
			{q9,q8, q7, q6,q5, q4, q3, q2, q1, q0} <= 10'b0;
		else begin
			q9 <= q8 ; q8 <= q7 ; q7 <= q6 ; q6 <= q5; q5 <= q4;
			q4 <= q3; q3 <= q2 ; q2 <= q1; q1 <= q0; q0 <= D_in;
   end
	assign D_out =!q9 & q8 & q7 & q6 & q5 & q4 & q3 & q2 & q1 & q0;
endmodule 
`timescale 1ns / 1ps
module shift_reg4( D, clk, Q, M, SI, rst );
	input [1:0] M;
	input [3:0] D;
	input clk, SI, rst;
	output [3:0]Q;
	wire q3, q2, q1, q0;
		mux4_to_1 mux0(M[1:0],{Q[1], Q[3], D[0], Q[0]}, q0);
		mux4_to_1 mux1(M[1:0],{Q[2], Q[0], D[1], Q[1]}, q1);
		mux4_to_1 mux2(M[1:0],{Q[3], Q[1], D[2], Q[2]}, q2);
		mux4_to_1 mux3(M[1:0],{  SI, Q[2], D[3], Q[3]}, q3);
		d_flip_flop bit0(clk, q0, Q[0], rst);
		d_flip_flop bit1(clk, q1, Q[1], rst);
		d_flip_flop bit2(clk, q2, Q[2], rst);
		d_flip_flop bit3(clk, q3, Q[3], rst);
endmodule
`timescale 1ns / 1ps
module top_level_USR( clk_100MHz, rst, D_in, M, SI, D, Q);
	input clk_100MHz, rst, D_in, SI;
	input [1:0] M;
	input [3:0] D;
	output[3:0] Q;
	wire w0,w1;
	clk_500hz clk_500hz  ( clk_100MHz,  rst,      w0);
	one_shot one_shot (w0, D_in, rst,    w1);
	shift_reg4 shift_reg4( D, w1,  Q, M, SI, rst );
endmodule
[flow/run.sh]
#!/bin/bash
# OpenROAD 26Q1-2900-gdf79404cd8, Yosys 0.63+post, stock flow scripts
make -C /OpenROAD-flow-scripts/flow DESIGN_CONFIG=/design/flow/config.mk WORK_HOME=/design/flow/orfs finish
==> results_dict.tcl <==
# implementation run metrics
set metrics [dict create \
    relSlewSlack_pct 49.0 \
    worst_skew_pair.late_latency_ps 280 \
    fp_util_pct 53.3 \
    synth_area_mm2 0.00258 \
    netlist.top_cell.by_instances "sky130_fd_sc_hd__dfrtp_1" \
    initial_antenna_violation_count 0 \
    critPathMaxStageDelay_ps 670 \
    design_power_total_mw 0.248 \
    die_height_um 73.9 \
    ys.warnings.count 4 \
    cts_post_setup_buffers_inserted 0 \
    report.final.slew_viol_count 0 \
    cts_resized 0 \
    share_clk_of_total_power_pct 41.6 \
    number_of_register_pins_that_no_clock_reaches 14 \
    nFillCells 424 \
    drt_drc_violations_left 0 \
    maxCapViolCount 0 \
    untimed_endpoints 18 \
    synth.cells.most_frequent "47 x sky130_fd_sc_hd__dfrtp_1, 35 x sky130_fd_sc_hd__nor2_1, 20 x sky130_fd_sc_hd__nand3_1, 16 x sky130_fd_sc_hd__xor2_1, 13 x sky130_fd_sc_hd__xnor2_1" \
    syn-instance-count 246 \
    critical_path_class "reg -> reg" \
    final_layout_size_suffix_gt1_share_pct 10.2 \
    htreeDepth 2 \
    rsz0062_at_grt "false" \
    detailed_place_hpwl_mm 3.52 \
    antenna_violation_net_count_after_detailed_routing 0 \
    synth_async_sr_flop_share_pct 100 \
    syn_to_final_growth_pct 8.96 \
    worst_path_most_repeated_cell "sky130_fd_sc_hd__xor2_1" \
    final_tns_setup_ps 0 \
    placementRows 25 \
    drt-wirelength-per-cell_um 15.3 \
    crit_path_end_kind "flip-flop" \
    synth-edff-count 0 \
    ys_ff 47 \
    chip_area_mm2 0.00546 \
    maximum_number_of_pins_on_one_net_before_global_route_repair 48 \
    io_pins 14 \
    worst_ir_drop_vdd_mv 0.0527 \
    topCellsByArea "sky130_fd_sc_hd__dfrtp_1 46%, sky130_fd_sc_hd__xor2_1 5.4%, sky130_fd_sc_hd__nor2_1 5.1%" \
    detail_route.antenna_diodes 0 \
    vias_per_cell 5.89 \
    fin_worst_hold_slack_ps 544 \
    finalClockPeriodUsage_pct 29.6 \
    synth_sequential_area_ratio_pct 45.5 \
    net_sw_share_pct 21.5 \
    synthDistinctLibCells 54 \
    wl_mm 4.92 \
    setup_viol 0 \
    largest_area_cell "sky130_fd_sc_hd__dfrtp_1" \
    grt_overflow 0 \
    crit_chain "ha_1 -> nand2_1 -> nor2_2 -> nand4_1 -> xor2_1 -> and4_1 -> a41oi_4 -> xor2_1" \
    p_leak_nw 1.13 \
    dominantRegCellSynth "sky130_fd_sc_hd__dfrtp_1" \
    tightestPinTransition_ps 762 \
    fin_crit_ps 2940 \
    cts-root-to-sink-buffers 2 \
    tritoncts.num_buffers 5 \
    fmaxAchievable_ghz 0.341 \
    grt.total_usage_pct 21.4 \
    gp_routability_congestion 0.938 \
    floorplan.core_area_mm2 0.00485 \
    holdBufCountCts 0 \
    timing.hold.worst.class "reg -> reg" \
    crit_path_start_kind "flip-flop" \
    critical_path_buf_inv_count 0 \
    power.internal_mw 0.195 \
    status "finished clean" \
    clock-skew-final_ps 5.40 \
    placed_instance_area_mm2 0.00272 \
    ys_cells 246 \
    io_buffers 13 \
    pwr-share-seq_pct 54.3 \
    synth.avg_cell_area_um2 10.5 \
    dieWidth_um 73.9 \
    timing.critical_path.slowest_stage_cell "sky130_fd_sc_hd__a41oi_4" \
    drt_first_pass_iters 4 \
    clock-root-buffer "sky130_fd_sc_hd__clkbuf_8" \
    vias 1896 \
    clk_pin_slew_ps 70 \
    p_sw_mw 0.0533 \
    wire_length_of_the_first_global_routing_pass_mm 8.63 \
    timing.critical_path.arrival_ps 3070 \
    top_area_share_pct 45.5 \
    cp_data_required_time_ps 10030 \
    grt_pass1_vias 1829 \
    tritoncts "done" \
    timing.critical_path.max_delay_family "simple AND/OR/NAND/NOR gates" \
    power-per-cell-area_mw_per_mm2 88.2 \
    initialDrtViolationCount 61 \
    worstPathMaxFanout 23 \
    fin_area_mm2 0.00281 \
    area_figure_in_the_yosys_stat_output_mm2 0.00258 \
    timing.final.hold_violations 0 \
    stage_log_warnings 25 \
    share_comb_of_total_power_pct 4.0 \
]
worst reg2reg max path, cell delays in order, from the launching register on:
cell and delay (ps):
sky130_fd_sc_hd__dfrtp_1 430, sky130_fd_sc_hd__ha_1 300, sky130_fd_sc_hd__nand2_1 240, sky130_fd_sc_hd__nor2_2 390, sky130_fd_sc_hd__nand4_1 210, sky130_fd_sc_hd__xor2_1 200, sky130_fd_sc_hd__and4_1 210, sky130_fd_sc_hd__a41oi_4 670
sky130_fd_sc_hd__xor2_1 130
registers in the layout (all words and copies together) (netlist names):
| name | cells |
|---|---|
| clk_500hz.clk_out | 1 |
| clk_500hz.i | 32 |
| one_shot.q0 | 1 |
| one_shot.q1 | 1 |
| one_shot.q2 | 1 |
| one_shot.q3 | 1 |
| one_shot.q4 | 1 |
| one_shot.q5 | 1 |
| one_shot.q6 | 1 |
| one_shot.q7 | 1 |
| one_shot.q8 | 1 |
| one_shot.q9 | 1 |
| shift_reg4.bit0.Q | 1 |
| shift_reg4.bit1.Q | 1 |
| shift_reg4.bit2.Q | 1 |
| shift_reg4.bit3.Q | 1 |
placed cells by master (no fill, tap or decap), types with 4 or more instances in the layout:
master	instances
sky130_fd_sc_hd__and2_1	4
sky130_fd_sc_hd__xnor2_1	13
sky130_fd_sc_hd__clkbuf_8	6
sky130_fd_sc_hd__nor3_1	7
sky130_fd_sc_hd__inv_1	4
sky130_fd_sc_hd__nand2_1	12
sky130_fd_sc_hd__clkdlybuf4s50_1	13
sky130_fd_sc_hd__xor2_1	16
sky130_fd_sc_hd__nand4_1	8
sky130_fd_sc_hd__nor2_1	35
sky130_fd_sc_hd__mux4_2	4
sky130_fd_sc_hd__dfrtp_1	47
sky130_fd_sc_hd__nand4b_1	4
sky130_fd_sc_hd__nand3_1	20
sky130_fd_sc_hd__and3_1	8
final cells by class:
cell class	count	area, um^2	share of cell area (%)
sequential	47	1180	41.8
clock buffer	6	82.6	2.93
clock inverter	1	7.51	0.267
tap	67	83.8	2.98
multi-input combinational	181	1300	46.3
inverter	6	22.5	0.800
timing repair buffer	14	138	4.89
final timing paths:
check                               startpoint           endpoint  slack (ps)  depth (start not counted)
worst max-delay path            clk_500hz.i[0]  clk_500hz.clk_out        6960                          8
worst min-delay path            clk_500hz.i[0]     clk_500hz.i[0]         540                          1
worst max register to register  clk_500hz.i[0]  clk_500hz.clk_out        6960                          8
worst min register to register  clk_500hz.i[0]     clk_500hz.i[0]         540                          1
max in group asynchronous                  rst    clk_500hz.i[19]        7330                          3
min in group asynchronous                  rst    clk_500hz.i[21]        2170                          3
per-stage QoR:
step                std cells  worst slack (ps)  utilization [%]
global placement          315              7030             56.2
finish                    322              6960             58.0
global route              322              6720             58.0
floorplan                 246              6800                -
detailed placement        315              6970             56.2
CTS                       322              6970             58.0
power groups by stage:
| stage | Combinational (mW) | Sequential, mW | Clock (mW) |
|---|---|---|---|
| after CTS | 0.0104 | 0.135 | 0.106 |
| after global routing | 0.0113 | 0.135 | 0.110 |
| final | 0.0100 | 0.135 | 0.103 |
logic make-up after synthesis:
| logic type | after synthesis | share of synthesized area, % |
|---|---|---|
| AOI/OAI and AO/OA | 25 | 8.77 |
| xor gates and xnor gates | 30 | 10.5 |
| DFF | 47 | 45.5 |
| and+or+nand+nor | 119 | 26.5 |
| buffers and inverters | 18 | 3.97 |
| adders and majority gates | 1 | 0.484 |
| muxes | 6 | 4.26 |
routing by layer:
| metal | track usage, % | share of wire (%) |
|---|---|---|
| met5 | 0 | 0 |
| met4 | 2.99 | 1.2 |
| met3 | 4.72 | 6.7 |
| met2 | 33.1 | 45 |
| met1 | 33.4 | 47 |
Power is estimated from default activity; no workload was simulated.
